### run.sh
#!/bin/bash
# OpenROAD 26Q1-2900-gdf79404cd8, Yosys 0.63+post, stock flow scripts
make -C /OpenROAD-flow-scripts/flow DESIGN_CONFIG=/design/flow/config.mk WORK_HOME=/design/flow/orfs finish
### config.mk
export PLATFORM = sky130hd
export DESIGN_NAME = islemci
export DESIGN_NICKNAME = islemci
export VERILOG_FILES = /design/flow/design.v
export SDC_FILE = /design/flow/constraint.sdc
export NUM_CORES = 4
export LEC_CHECK = 1
export CORE_UTILIZATION = 40
### constraint.sdc
current_design islemci

set clk_period 83.2
set clk_io_pct 0.2

create_clock -name clk0 -period $clk_period [get_ports {clk}]

set non_clock_inputs [all_inputs -no_clocks]
set_input_delay [expr $clk_period * $clk_io_pct] -clock clk0 $non_clock_inputs
set_output_delay [expr $clk_period * $clk_io_pct] -clock clk0 [all_outputs]
### design.v
`timescale 1ns/1ps
module islemci (
    input                       clk,
    input                       rst,
    output  [32-1:0]    bellek_adres,
    input   [32-1:0]     bellek_oku_veri,
    output  [32-1:0]     bellek_yaz_veri,
    output                      bellek_yaz
);
localparam GETIR        = 2'd0;
localparam COZYAZMACOKU = 2'd1;
localparam YURUTGERIYAZ = 2'd2;
localparam LUI  = 4'd0;
localparam AUIPC= 4'd1;
localparam JAL  = 4'd2;
localparam JALR = 4'd3;
localparam BEQ  = 4'd4;
localparam BNE  = 4'd5;
localparam BLT  = 4'd6;
localparam LW   = 4'd7;
localparam SW   = 4'd8;
localparam ADDI = 4'd9;
localparam ADD  = 4'd10;
localparam SUB  = 4'd11;
localparam OR   = 4'd12;
localparam AND  = 4'd13;
localparam XOR  = 4'd14;
reg [1:0] simdiki_asama_r;
reg [32-1:0] yazmac_obegi [0:32-1];
reg [32-1:0] ps_r;
reg [32-1:0] program_sayaci_r_temporary ;
reg [32-1:0] bellek_yaz_veri_reg;
reg [31:0] buyruk;
reg [3:0] durum;
reg [6:0] opcode;
reg bellek_yaz_r;
integer i;
initial begin
    bellek_yaz_r = 0;
    simdiki_asama_r = 0;
    for(i = 0; i<32 ; i = i+1)begin
        yazmac_obegi[i] = 0;
    end
    ps_r = 32'h8000_0000;
    program_sayaci_r_temporary = 0;
    bellek_yaz_veri_reg = 0;
    bellek_yaz_r = 0;
    buyruk = 0;
    durum = 0;
    opcode = 0;
end
always @(posedge clk) begin
    if (rst) begin
        ps_r <= 32'h8000_0000;
        simdiki_asama_r <= GETIR;
    end
    else begin   
            if(simdiki_asama_r == GETIR) begin
                simdiki_asama_r <= COZYAZMACOKU;
                bellek_yaz_r <= 0;
            end
            else if(simdiki_asama_r == COZYAZMACOKU) begin    
                simdiki_asama_r <= YURUTGERIYAZ;
            end
            else if(simdiki_asama_r == YURUTGERIYAZ) begin 
                simdiki_asama_r <= GETIR;
                case(durum)
                LUI : begin 
                    ps_r = ps_r +4;
                end
                AUIPC : begin 
                     ps_r = ps_r +4;
                end
                JAL : begin
                    yazmac_obegi[buyruk[11:7]] = ps_r + 4;
                    ps_r = ps_r + {buyruk[31], buyruk[19:12], buyruk[20], buyruk[30:21]};
                end
                JALR : begin
                    yazmac_obegi[buyruk[11:7]] = ps_r + 4;
                    ps_r = yazmac_obegi[buyruk[19:15]] + buyruk[31:20];
                end
                BEQ : begin
                    ps_r = (yazmac_obegi[buyruk[24:20]] == yazmac_obegi[buyruk[19:15]])
                    ? ps_r + ({buyruk[31], buyruk[7], buyruk[30:25], buyruk[11:8]} * 4)
                    : ps_r + 4; 
                end
                BNE : begin
                    ps_r = (yazmac_obegi[buyruk[24:20]] >= yazmac_obegi[buyruk[19:15]])
                    ? ps_r + ({buyruk[31], buyruk[7], buyruk[30:25], buyruk[11:8]} * 4)
                    : ps_r + 4;
                end
                BLT : begin
                    ps_r = (yazmac_obegi[buyruk[24:20]] < yazmac_obegi[buyruk[19:15]])
                    ? ps_r + ({buyruk[31], buyruk[7], buyruk[30:25], buyruk[11:8]} * 4)
                    : ps_r + 4;
                end
                LW : begin
                    ps_r = ps_r +4;
                end
                SW : begin
                    ps_r = ps_r +4;
                end
                ADDI : begin
                    ps_r = ps_r +4;
                end
                ADD : begin
                    ps_r = ps_r +4;
                end
                SUB : begin
                    ps_r = ps_r +4;
                end
                OR : begin
                    ps_r = ps_r +4;
                end
                AND : begin
                    ps_r = ps_r +4;
                end
                XOR : begin
                    ps_r = ps_r +4;
                end
                endcase
            end
     end
end
always @(*) begin
    if (simdiki_asama_r == GETIR) begin
        buyruk = bellek_oku_veri;
    end
    else if(simdiki_asama_r == COZYAZMACOKU) begin
         opcode = buyruk[6:0]; 
        if(opcode==7'b0110011) begin
            if(buyruk[31:25]==7'b0000000) begin  
                durum = ADD;       
            end
            else if(buyruk[14:12]==3'b000) begin  
                durum = SUB;                
            end
            else if(buyruk[14:12]==3'b110) begin  
                durum = OR;         
            end
            else if(buyruk[14:12]==3'b111) begin  
                durum = AND;        
            end
            else if(buyruk[14:12]==3'b100) begin  
                durum = XOR;         
            end
        end
        if(opcode==7'b1100011) begin
            if(buyruk[14:12]==3'b000) begin  
                durum = BEQ;                      
            end
            else if(buyruk[14:12]==3'b001) begin  
                durum = BNE;  
            end
            else if(buyruk[14:12]==3'b100) begin  
                durum = BLT;  
            end
        end
        if(opcode==7'b0110111) begin
            durum = LUI;          
        end
        if(opcode==7'b0010111) begin
            durum = AUIPC;        
        end
        if(opcode==7'b1101111) begin
            durum = JAL;
        end
        if(opcode==7'b1100111) begin
            durum = JALR;
        end
        if(opcode==7'b0000011) begin
            program_sayaci_r_temporary  = ps_r;
            ps_r = yazmac_obegi[buyruk[19:15]] + { {20{buyruk[31]}} , buyruk[31:20] } ;
            yazmac_obegi[buyruk[11:7]] = bellek_oku_veri ;
            durum = LW;
        end
        if(opcode==7'b0100011) begin
            bellek_yaz_r = 1'b1;
            program_sayaci_r_temporary = ps_r ;
            ps_r = yazmac_obegi[buyruk[19:15]] + { {20{buyruk[31]}} , buyruk[31:25] , buyruk[11:7] } ;
            bellek_yaz_veri_reg = yazmac_obegi[buyruk[24:20]];
            durum = SW;
         end
        if(opcode==7'b0010011) begin
            durum = ADDI;
        end
    end
    else if(simdiki_asama_r == YURUTGERIYAZ) begin
        case(durum)
            LUI : begin 
                yazmac_obegi[buyruk[11:7]] = {buyruk[31:12], 12'b0 };
            end
            AUIPC : begin 
                 yazmac_obegi[buyruk[11:7]] = ps_r + {buyruk[31:12], 12'b0 };
            end
            LW : begin
                ps_r = program_sayaci_r_temporary;
            end
            SW : begin
                ps_r = program_sayaci_r_temporary;
            end
            ADDI : begin
                yazmac_obegi[buyruk[11:7]] = yazmac_obegi[buyruk[19:15]] + $signed(buyruk[31:20]);
            end
            ADD : begin
                yazmac_obegi[buyruk[11:7]] = yazmac_obegi[buyruk[24:20]] + yazmac_obegi[buyruk[19:15]];
            end
            SUB : begin
                yazmac_obegi[buyruk[11:7]] = yazmac_obegi[buyruk[24:20]] - yazmac_obegi[buyruk[19:15]];
            end
            OR : begin
                yazmac_obegi[buyruk[11:7]] = yazmac_obegi[buyruk[24:20]] | yazmac_obegi[buyruk[19:15]]; 
            end
            AND : begin
                yazmac_obegi[buyruk[11:7]] = yazmac_obegi[buyruk[24:20]] &  yazmac_obegi[buyruk[19:15]];  
            end
            XOR : begin
                yazmac_obegi[buyruk[11:7]] = yazmac_obegi[buyruk[24:20]] ^ yazmac_obegi[buyruk[19:15]];  
            end
        endcase
    end
end
assign bellek_adres = ps_r;
assign bellek_yaz_veri = bellek_yaz_veri_reg;
assign bellek_yaz = bellek_yaz_r;
endmodule
==> results_dict.tcl <==
# implementation run metrics
set metrics [dict create \
    failing_step "1_2_yosys" \
    synthTopCellsByArea "edfxtp_1 25%, dlxtn_1 14%, mux2i_1 9.0%" \
    synth_flops 2214 \
    ff_type "dlxtn_1" \
    edf_count 1024 \
    yosysTopAreaCellShare_pct 24.7 \
    yosys_warnings 2 \
    largest_area_cell "edfxtp_1" \
    async_flop_share_pct 0 \
    ys_cells 14816 \
    first-error "ERROR: Found 1056 problems in 'check -assert'." \
    synth_cell_types 97 \
    status "stopped before the end" \
    synth-area-yosys_sq_mm 0.125 \
]
synth_stat cells (all sizes together) (258+ instances only):
cell,number
o21ai,1527
nor2,1230
a22oi,1202
nand2,1187
clkbuf,1179
dlxtn,1124
mux2i,1121
edfxtp,1024
o22ai,909
a21oi,677
buf,342
a31oi,299
nand4,289
ha,258
cell families after synthesis:
kind of cell | after synthesis | share of synthesized area, %
flops | 1058 | 25.2
buf+inv | 1715 | 5.32
mux | 1137 | 9.16
latches | 1156 | 14.0
simple gates | 3677 | 13.5
compound gates | 5621 | 28.9
other cells | 1 | 0.00301
fa+ha+maj | 266 | 2.72
xor+xnor | 185 | 1.30
